File: /design/flow/design.v
module prog #(parameter Psize = 6, Isize = 20) (
    input logic [Psize-1:0] address,
    output logic [Isize-1:0] I   
);
logic [Isize-1:0] progMem [0:(1<<Psize)-1];
initial begin
    for (int i=0; i<2**Psize; i++) begin
        progMem[i] = 20'h000000;   
    end
        progMem[0] = 20'h00000;   
        progMem[1] = 20'h42800;   
        progMem[2] = 20'hA2810;   
        progMem[3] = 20'h75800;   
        progMem[4] = 20'h832FE;   
        progMem[5] = 20'h83AFF;   
        progMem[6] = 20'h842C0;   
        progMem[7] = 20'h84AC1;   
        progMem[8] = 20'h852C2;   
        progMem[9] = 20'h36191;    
        progMem[10] = 20'h369DD;   
        progMem[11] = 20'h37223;   
        progMem[12] = 20'h37A5D;   
        progMem[13] = 20'h38291;   
        progMem[14] = 20'h20B0D;   
        progMem[15] = 20'h20B81;   
        progMem[16] = 20'h20BC1;   
        progMem[17] = 20'h20C01;   
        progMem[18] = 20'h51000;   
        progMem[19] = 20'h90000;   
end
always_comb begin
    I = progMem[address];
end
endmodule
File: /design/flow/run.sh
#!/bin/bash
# OpenROAD 26Q1-2900-gdf79404cd8, Yosys 0.63+post, stock flow scripts
make -C /OpenROAD-flow-scripts/flow DESIGN_CONFIG=/design/flow/config.mk WORK_HOME=/design/flow/orfs finish
File: /design/flow/config.mk
export PLATFORM = sky130hd
export DESIGN_NAME = prog
export DESIGN_NICKNAME = prog
export VERILOG_FILES = /design/flow/design.v
export SDC_FILE = /design/flow/constraint.sdc
export NUM_CORES = 4
export LEC_CHECK = 1
export CORE_AREA = 10 10 73 73
export DIE_AREA = 0 0 83 83
File: /design/flow/constraint.sdc
current_design prog

set clk_period 2.4
set clk_io_pct 0.2

create_clock -name clk0 -period $clk_period

set non_clock_inputs [all_inputs -no_clocks]
set_input_delay [expr $clk_period * $clk_io_pct] -clock clk0 $non_clock_inputs
set_output_delay [expr $clk_period * $clk_io_pct] -clock clk0 [all_outputs]
==> out/qor.yml <==
status: "finished clean"
die_w_um: 83
rsz0062_at_grt: "yes"
clock_buffers: 0
route.vias.total: 881
min_path_type: "primary input to output port"
fp-utilization_pct: 17.1
netlist_instances: 95
place.gp.congestion: 0.833
remaining_drc_errors: 0
start_kind: "primary input"
crit_path_cell_trace: "clkdlybuf4s15_2 > inv_2 > buf_4 > ha_4 > nor2_4 > buf_4 > a211o_1 > a21oi_2 > clkdlybuf4s15_1"
yosys_area_um2: 639
crit_fanout: 3
flop_area_um2: 0
min_delay_path_depth: 6
ys_seq_share_pct: 0
portBuffers: 26
dpl_cell_area_mm2: 0.00109
core_mm2: 0.00374
num_rows: 22
place_hpwl_mm: 1.84
warning_count: 40
track_usage_pct: 6.55
synth_cell_types: 38
worst_pin_slew_ns: 0.239
dr.pass1.iters: 4
crit_path_max_incr_delay_ns: 0.30
drt-wirelength-per-cell_um: 12.8
critPathArrivalTime_ns: 1.88
slowest_stage: "ha_4"
synth_area_um2: 639
ir_drop_v: 0.0000930
chipArea_mm2: 0.00689
yosysWarnings: 1
fill_cells: 395
synth.avg_cell_area_um2: 6.73
drv_slew: 0
viasPerCell: 4.45
grt_max_degree: 14
powerDensity_mw_per_mm2: 151
endpoint_kind: "output port"
worstPathRequired_ns: 1.92
top_area_cell: "ha_1"
grt_overflow_total: 0
antenna_found_initial: 0
dr.first_iter.drc_count: 30
areaGrowthSynthToFinish_pct: 104
startpoint: "address[0]"
power_mw: 0.197
fin_crit_sh_pct: 98.3
first_global_vias: 850
setup_viol: 0
num_antenna_cells: 0
synth.area.top_cells: "ha_1 14%, a21oi_1 9.4%, buf_4 5.9%"
yosys_cells: 95
worstHoldEndpoint: "I[1]"
comb_area_um2: 667
die_h_um: 83
postLayoutCoreUtil_pct: 34.9
max_freq_mhz: 424
wl_mm: 2.54
post-route-min-period_ns: 2.36
final_cells: 198
drv_cap: 0
yosysTopAreaCellShare_pct: 13.7
drive_gt1_share_pct: 48.7
fin_area_mm2: 0.00131
relSlewSlack_pct: 83.9
grt_pass1_wl_mm: 4.08
placedCellCount: 187
path_class: "primary input to output port"
antenna_left: 0
hold_start: "address[2]"
ff_count: 0
ios: 26
hold_viol_final: 0
leakagePower_nw: 0.653
crit_top_cell: "buf_4"
==> metal layers <==
layer,GRT usage (%),vias up,wire length (µm)
li1,-,457,-
met3,2.26,2,211
met4,0.308,0,15
met5,0,-,0
met2,9.22,29,982
met1,9.65,393,1330
==> final cells by class <==
class,instances,share of cell area [%]
inverters,5,1.44
well taps,48,4.60
repair buffers,64,42.9
multi-input cells,81,51.1
==> layout by cell type, fill, tap and decap left out, types with 2 or more instances in the layout <==
cell type | Yosys | final
ha_4 | 0 | 2
clkdlybuf4s15_2 | 0 | 2
a21oi_1 | 12 | 5
or3_1 | 3 | 3
dlygate4sd2_1 | 0 | 11
o21a_1 | 2 | 2
o21ai_1 | 1 | 3
nor2b_4 | 0 | 2
buf_2 | 2 | 2
nor2_1 | 9 | 8
clkdlybuf4s50_1 | 0 | 3
ha_1 | 7 | 4
nand4_1 | 2 | 2
nor2b_1 | 6 | 2
nor3b_1 | 2 | 2
nand2_1 | 8 | 8
buf_6 | 1 | 5
a31oi_1 | 2 | 2
inv_2 | 2 | 5
buf_4 | 5 | 32
dlymetal6s2s_1 | 0 | 6
nor2b_2 | 0 | 2
o31ai_1 | 2 | 2
clkdlybuf4s15_1 | 0 | 3
a21oi_2 | 1 | 8
==> worst max-delay path: cells and delay by family <==
family          cells  cell delay, ns
buf+inv             5            0.66
fa+ha+maj           1            0.30
compound gates      2            0.39
simple gates        1            0.05
==> synth_stat cells, types with 2 or more instances <==
cell type	instances
a21oi_1	12
nor2_1	9
nand2_1	8
ha_1	7
nor2b_1	6
buf_4	5
inv_1	3
o21ai_0	3
or3_1	3
a211oi_1	2
a31oi_1	2
buf_2	2
inv_2	2
nand4_1	2
nor3_1	2
nor3b_1	2
nor4b_2	2
o21a_1	2
o31ai_1	2
==> how the worst max path moves through the flow <==
stage / slack [ns] / to / depth (start not counted)
CTS: -0.07 / I[2] / 9
global route: -0.008 / I[13] / 9
finish: 0.04 / I[13] / 9
==> metrics by stage <==
stage                     worst slack [ns]  hold WS, ns  TNS [ns]
after floorplan                      0.673        0.971         0
after global placement              -0.496         2.10     -7.19
after detailed placement            -0.529         2.10     -7.05
after CTS                          -0.0747         1.61    -0.147
after global routing              -0.00823         1.53   -0.0134
final                               0.0399         1.49         0
==> where the power goes <==
group / internal [mW] / switching (mW) / total [mW] / leakage [nW]
logic: 0.108 / 0.0891 / 0.197 / 0.653
registers: 0 / 0 / 0 / 0
clock network: 0 / 0 / 0 / 0
==> logic make-up (layout without fill, tap and decap cells) <==
group / after synthesis / count (layout) / synth area share (%)
fa+ha+maj: 7 / 7 / 13.7
mux: 2 / 2 / 3.33
buf+inv: 14 / 69 / 14.5
simple gates: 40 / 40 / 36.0
compound gates: 32 / 32 / 32.5
==> what timing repair did <==
item | in CTS | in global routing
hold buffers | 0 | 0
gates resized | 49 | 19
cloned | 1 | 0
setup buffers | 5 | 5
setup endpoints to repair | 20 | 9
pin swaps | 15 | 7
No activity file was given, so power comes from the tool's default toggle rates.
