--- design/flow/config.mk ---
export PLATFORM = sky130hd
export DESIGN_NAME = debounce
export DESIGN_NICKNAME = debounce
export VERILOG_FILES = /design/flow/design.v
export SDC_FILE = /design/flow/constraint.sdc
export NUM_CORES = 4
export LEC_CHECK = 1
export CORE_AREA = 10 10 92 92
export DIE_AREA = 0 0 102 102
--- design/flow/constraint.sdc ---
current_design debounce

set clk_period 4.5
set clk_io_pct 0.2

create_clock -name clk0 -period $clk_period [get_ports {clk}]

set non_clock_inputs [all_inputs -no_clocks]
set_input_delay [expr $clk_period * $clk_io_pct] -clock clk0 $non_clock_inputs
set_output_delay [expr $clk_period * $clk_io_pct] -clock clk0 [all_outputs]
--- design/flow/design.v ---
module debounce #(
    parameter DEBOUNCE_LIMIT = 2   
) (
    input logic clk,        
    input logic reset,      
    input logic sw7,          
    output logic stable_sw7   
);
    logic [19:0] debounce_counter;   
    always_ff @(posedge clk or negedge reset) begin
        if (~reset) begin
            debounce_counter <= 0;
            stable_sw7 <= 0;
        end else begin
            if (sw7 != stable_sw7) begin
                if (debounce_counter == DEBOUNCE_LIMIT - 1) begin
                    stable_sw7 <= sw7;            
                    debounce_counter <= 0;        
                end else begin
                    debounce_counter <= debounce_counter + 1;   
                end
            end else begin
                debounce_counter <= 0;   
            end
        end
    end
endmodule
--- design/flow/run.sh ---
#!/bin/bash
# OpenROAD 26Q1-2900-gdf79404cd8, Yosys 0.63+post, stock flow scripts
make -C /OpenROAD-flow-scripts/flow DESIGN_CONFIG=/design/flow/config.mk WORK_HOME=/design/flow/orfs finish
==> reports/qor.csv <==
metric,value,unit
post_place_instance_area,1220,um2
cts.repair_timing.setup_buffer_count,0,
seqPwrFrac,48.6,%
chip_area_in_the_yosys_report,1130,um2
worstSetupStartpointType,register,
peakVddDrop,99.0,uV
row_count,29,
hold_class,register to register,
power.share.clock,28.0,%
timing_worst_setup_path_type,register to primary output,
cp-end-kind,primary output,
ys_seq_share,46.7,%
critical_path.top_delay_family,buffers and inverters,
total_congestion_overflow_after_global_routing,0,
cp_max_fo,3,
timing.final.setup_violations,0,
numPlacedInstances,188,
dieHeight,102,um
relSlewSlack,64.2,%
antenna_violating_nets_post_route,0,
detailedPlacementHpwl,1.47,mm
diodes,0,
worst_skew_pair.late_latency,260,ps
grt_pass1_wl,3.67,mm
quantity_of_hold_fixing_buffers_added_after_cts,0,
via_per_inst,4.08,
tightestPinTransition,535,ps
power.switching,143,uW
vias,783,
cpPeakStageDelay,480,ps
crit_path_top_delay_cell,clkdlybuf4s50_1,
worst_hold_path.num_cells,1,
required_time_worst_endpoint,3600,ps
first_iter_violations,45,
number_of_slew_limit_violations_in_the_final_report,0,
r2r-start,debounce_counter[1],
final_period_minus_worst_setup_slack,2020,ps
ys_top_cells_by_area,"dfrtp_1 47%, xor2_1 7.0%, nor2_1 5.0%, nand4_1 3.3%, nand3_1 3.1%",
holdPathEnd,debounce_counter[0],
critical_path.n_buffers_inverters,1,
tool_warnings,26,
min_period_over_period,44.9,%
chipWidth,102,um
crit_path_cell_trace,clkdlybuf4s50_1,
clock-sinks,21,
ys.flops,21,
gr-usage-all-layers,4.27,%
flow.area_growth_from_synthesis,13.1,%
routed_wl,2.03,mm
drt_drc_violations_left,0,
postLayoutCellArea,1270,um2
switching_share,31.9,%
cts.htree.levels,1,
vias_in_the_first_global_route,780,
r2r_slack,2680,ps
totalPowerFinal,449,uW
r2r.worst_path.cells,6,
r2r-end,debounce_counter[10],
drive_gt1_share,12.2,%
grt_start_max_net_pins,22,
synthesis.instances,111,
post_synth.cell_area_avg,10.1,um2
yosysWarnings,1,
post_layout_nonfiller_instances,192,
drv_cap,0,
floorplan.die_area,10400,um2
max_clock_freq,0.495,GHz
synth_top_area_share,46.7,%
setup-tns-final,0,ps
run_status,completed,
hp-start,debounce_counter[0],
placeableCoreArea,6460,um2
cts_tree,done,
cellInternalPower,306,uW
rsz0062_at_grt,false,
yosysTopAreaCell,dfrtp_1,
worst_ep_arrival_time,1120,ps
post_route_skew,2.89,ps
clock_tree.root_cell,clkbuf_8,
cts-resized-gates,0,
clock_tree.buffer_depth,2,
p_comb_share,23.4,%
cts_inserted_buffers,3,
antenna_violations_before_repair,0,
io_pins,4,
io_buffers,3,
leakage,0.000483,uW
path_clk_slew,80,ps
netlist-cell-type-count,31,
post_synth_instance_area,1130,um2
ys_cells,111,
detailedRoute.firstPassIterationCount,4,
hold_viol,0,
wire_per_inst,10.6,um
core_util_floorplan,17.4,%
place_congestion,0.803,
power-per-cell-area,352,nW/um2
[cell type report]
type,instances,area (um2)
clock buffer,3,41.3
clock inverter,1,7.51
fill,706,5180
inverter,2,7.51
multi-input combinational,84,558
sequential,21,526
tap,77,96.3
timing repair buffer,4,37.5
[sequential cells by signal, summed over array words and instances (netlist names)]
signal / cells
debounce_counter: 20
stable_sw7: 1
[synth_stat cells, drive strengths merged]
cell type   n
dfrtp      21
nor2       15
xor2        9
nand3       7
nand4       7
nand2       6
o21ai       6
a21oi       5
nor4        5
or3         5
and4        4
xnor2       4
buf         3
and2        2
ha          2
inv         2
nor3        2
a31oi       1
clkbuf      1
mux2        1
mux2i       1
nor3b       1
nor4b       1
[placed cells by master (no fill, tap or decap), types with 2 or more instances in the layout]
cell and n:
clkdlybuf4s50_1 3, xor2_1 9, o21ai_0 5, ha_1 2, or3_1 5, inv_1 2
xnor2_1 4, nor2_1 15, nand4_1 6, clkbuf_8 3, nor4_1 5, nand2_1 6
a21oi_1 4, nand3_1 7, dfrtp_1 21, and4_4 2
[per-layer routing]
metal / share of wire (%) / vias up / GRT usage, %
met5: 0 / - / 0
met3: 7.5 / 2 / 2.11
li1: - / 405 / -
met4: 0.30 / 0 / 0.217
met1: 51 / 365 / 5.95
met2: 41 / 11 / 6.12
[worst max-delay path by stage]
stage | start | to | slack, ps | cells after the start
6_report | stable_sw7 | stable_sw7 | 2480 | 1
5_1_grt | stable_sw7 | stable_sw7 | 2460 | 1
4_1_cts | stable_sw7 | stable_sw7 | 2470 | 1
[cell families (layout without fill, tap and decap cells)]
logic type / Yosys count / after routing / synth area share, %
flops: 21 / 21 / 46.7
mux: 2 / 2 / 1.89
xor+xnor: 13 / 13 / 10.1
buf+inv: 6 / 10 / 3.78
fa+ha+maj: 2 / 2 / 2.22
simple gates: 55 / 55 / 28.6
compound gates: 12 / 12 / 6.78
[per-stage QoR]
stage / hold slack, ps / setup slack, ps / util, %
after floorplan: 474 / 2920 / -
after global placement: 507 / 2380 / 19.0
after detailed placement: 513 / 2370 / 19.0
after CTS: 523 / 2470 / 19.7
after global routing: 549 / 2460 / 19.7
final: 522 / 2480 / 19.7
[power by group through the flow]
stage	clock [uW]	sequential [uW]	combinational, uW
5_1_grt	139	220	118
6_report	126	218	105
4_1_cts	131	218	108
Power is estimated from default activity; no workload was simulated.
