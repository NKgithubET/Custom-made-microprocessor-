===== design/flow/run.sh =====
#!/bin/bash
# OpenROAD 26Q1-2900-gdf79404cd8, Yosys 0.63+post, stock flow scripts
make -C /OpenROAD-flow-scripts/flow DESIGN_CONFIG=/design/flow/config.mk WORK_HOME=/design/flow/orfs finish

===== design/flow/config.mk =====
export PLATFORM = sky130hd
export DESIGN_NAME = pc
export DESIGN_NICKNAME = pc
export VERILOG_FILES = /design/flow/design.v
export SDC_FILE = /design/flow/constraint.sdc
export NUM_CORES = 4
export LEC_CHECK = 1
export CORE_AREA = 10 10 76 76
export DIE_AREA = 0 0 86 86

===== design/flow/constraint.sdc =====
current_design pc

set clk_period 2.3
set clk_io_pct 0.2

create_clock -name clk0 -period $clk_period [get_ports {clk}]

set non_clock_inputs [all_inputs -no_clocks]
set_input_delay [expr $clk_period * $clk_io_pct] -clock clk0 $non_clock_inputs
set_output_delay [expr $clk_period * $clk_io_pct] -clock clk0 [all_outputs]

===== design/flow/design.v =====
module pc #(parameter Psize = 8) (
    input logic clk, reset,
    input logic PCincr, PCabsbranch, PCrelbranch,
    input logic [Psize-1:0] Branchaddr,
    output logic [Psize-1:0] PCout
);
    logic [Psize-1:0] PC;
    always_ff @(posedge clk or negedge reset) begin
        if (~reset)
            PC <= 0;
        else if (PCabsbranch)
            PC <= Branchaddr;       
        else if (PCrelbranch)
            PC <= PC + Branchaddr;  
        else if (PCincr)
            PC <= PC + 1;           
    end
    assign PCout = PC;
endmodule

==> results.py <==
# Metrics from the implementation run
metrics = {
    "detailed_routing": {
        "vias": 737,
        "route.detailed.drc": 0,
        "wl_per_cell_um": 13.5,
        "antennaDiodeCount": 0,
        "wl_um": 2270,
        "final_antenna_net_count": 0,
        "drt_iter0_markers": 30,
        "firstDrtPassIters": 4,
        "vias_per_cell": 4.39,
    },
    "clock_tree": {
        "cts_hold_buf": 0,
        "clock_sinks": 8,
        "cts_buffers": 3,
        "cts_root_buffer": "clkbuf_8",
        "cts_tree": "built",
        "clock_latency_ps": 230,
        "cts_buffer_depth": 2,
        "h-tree-depth": 1,
        "path_clk_slew_ps": 40,
    },
    "synthesis": {
        "postSynthSeqShare_pct": 28.0,
        "synth_area_per_cell_um2": 8.93,
        "synth_top_flop_cell": "dfrtp_1",
        "synth-seq-cells": 8,
        "synth_area_um2": 714,
        "synthCells": 80,
        "ys_cells": 80,
        "edf_count": 0,
        "synth_cell_types": 30,
        "yosysWarningCount": 1,
        "ys_chip_area_um2": 714,
        "synth_async_sr_flop_share_pct": 100,
    },
    "pwr": {
        "powerDensity_nw_per_um2": 630,
        "p_int_uw": 537,
        "power_leakage_nw": 0.566,
        "power_frac_seq_pct": 26.3,
        "p_sw_uw": 252,
        "combPwrFrac_pct": 51.4,
        "p_clk_share_pct": 22.3,
        "sw_frac_of_total_pct": 31.9,
        "peakVddDrop_mv": 0.198,
    },
    "sta": {
        "period_needed_ps": 2210,
        "worstMarginPinSlew_ps": 434,
        "setup_tns_ps": 0,
        "slew_headroom_pct": 71.0,
        "rsz0062_at_grt": "false",
        "fin_skew_ps": 0.412,
        "setup_viol": 0,
        "hold_violations": 0,
        "period_used_pct": 95.9,
        "fmax_mhz": 453,
        "finalMaxSlewViolations": 0,
    },
    "final_layout": {
        "mostFrequentLayoutCell": "buf_4",
        "lay_top_cells": "16 x buf_4, 12 x clkdlybuf4s50_1, 8 x dfrtp_1",
        "fin_cells": 168,
        "area_growth_pct": 75.1,
        "layout-drive-gt1-share_pct": 34.7,
        "nFillCells": 412,
        "largest-register": "PC",
        "top_regs": "PC: 8 flops",
        "largest_reg_flops": 8,
    },
    "job": {
        "cap_violations": 0,
        "tool_warnings": 25,
    },
    "grt": {
        "overflow": 0,
        "grt_max_degree": 12,
        "grt_antenna_before_repair": 0,
        "grt_pass1_vias": 783,
        "grt_pass1_wl_um": 3680,
        "grt_use_total_pct": 5.96,
    },
    "worst_setup_path": {
        "crit_chain": "dlygate4sd2_1 -> and2_4 -> ha_4 -> a21o_1 -> a21o_1 -> a221o_1 -> or2_0 -> a31o_1 -> o311a_1",
        "worst_setup_path_start_kind": "input pin",
        "cp_slowest_stage_delay_ps": 380,
        "path_buffers": 1,
        "worstPathRequired_ps": 2410,
        "crit_top_cell": "a21o_1",
        "critical_path_class": "in -> reg",
        "cp_top_family": "AND-OR/OR-AND gates",
        "critPathMaxFanout": 4,
        "critPathArrivalTime_ps": 2320,
        "endpoint_kind": "register",
        "cp_slowest_cell": "a221o_1",
    },
    "floorplanning": {
        "die-area_um2": 7400,
        "die_width_um": 86,
        "die_h_um": 86,
        "initial_core_util_pct": 17.4,
        "rows": 23,
        "io_pins": 21,
        "core_um2": 4120,
    },
    "outcome": {
        "outcome": "completed",
    },
    "placed_design": {
        "routabilityCongestion": 0.815,
        "dp.final_hpwl_um": 1590,
        "port_buffers": 20,
        "place_inst": 158,
    },
    "min_path": {
        "hp-class": "in -> reg",
    },
}
-- layout make-up --
class | instances | area [µm²] | area share (%)
Inverter | 5 | 18.8 | 1.50
Clock buffer | 3 | 41.3 | 3.30
Tap cell | 50 | 62.6 | 5.00
Sequential cell | 8 | 200 | 16.0
Timing Repair Buffer | 38 | 338 | 27.0
Multi-Input combinational cell | 64 | 591 | 47.2
-- path summary, 6_finish.rpt --
kind,start,to,slack [ps],depth (start not counted)
max in group asynchronous,reset,PC[5],1460,1
min in group asynchronous,reset,PC[1],540,1
hold / removal,Branchaddr[0],PC[0],500,3
setup / recovery,Branchaddr[4],PC[7],90,9
setup reg to reg,PC[4],PC[7],270,7
hold reg to reg,PC[6],PC[6],680,2
-- worst min-delay path: stages --
cell	delay (ps)
dlymetal6s2s_1	110
nand2_1	60
o21ai_0	70
-- repair_timing --
item,in CTS,in global routing
cloned,1,0
endpoints found under the setup margin,3,3
hold endpoints to repair,0,0
setup buffers,4,2
pin swaps,7,7
resized,17,13
-- metal layers --
layer / wire (µm) / GRT usage [%] / part of all wire, % / up-vias
met5: 0 / 0 / 0 / -
met4: 12 / 0.749 / 0.53 / 0
met3: 152 / 2.19 / 6.7 / 2
met2: 1130 / 10.1 / 50 / 15
met1: 974 / 7.23 / 43 / 353
li1: - / - / - / 367
-- cell families (layout without fill, tap and decap cells) --
family                     count (synthesis)  after routing  synth area share (%)
AOI/OAI and AO/OA                         21             21                  22.1
xor gates and xnor gates                   6              6                  7.36
adders and majority gates                  8              8                  15.1
buffers and inverters                      8             46                  4.20
DFF                                        8              8                  28.0
muxes                                      3              3                  4.55
and+or+nand+nor                           26             26                  18.7
-- power groups by stage --
stage	clock [mW]	combinational [mW]	sequential, mW
6_report	0.176	0.405	0.207
5_1_grt	0.186	0.451	0.212
4_1_cts	0.181	0.378	0.205
-- per-stage QoR --
stage	utilization, %	setup slack (ps)	hold slack [ps]	instance area (µm²)	total power [mW]
2_1_floorplan	-	8.43	164	728	0.375
3_3_place_gp	25.8	-488	605	1060	0.532
3_5_place_dp	25.8	-514	617	1060	0.535
4_1_cts	29.2	11.3	543	1200	0.764
5_1_grt	30.4	20.2	539	1250	0.850
6_report	30.4	94.4	499	1250	0.788
-- Yosys cell counts, drive strengths merged, types with 2 or more instances --
| cell type | n | area (µm²) |
|---|---|---|
| mux2 | 2 | 22.5 |
| a221oi | 2 | 17.5 |
| and2 | 6 | 37.5 |
| nor2 | 4 | 15.0 |
| clkbuf | 3 | 11.3 |
| dfrtp | 8 | 200 |
| a221o | 2 | 20.0 |
| nand2 | 7 | 26.3 |
| xnor2 | 3 | 26.3 |
| a211oi | 2 | 15.0 |
| xor2 | 3 | 26.3 |
| o21ai | 5 | 25.0 |
| inv | 4 | 15.0 |
| nand2b | 2 | 12.5 |
| o21a | 3 | 22.5 |
| and3 | 2 | 12.5 |
| ha | 7 | 87.6 |
| a21o | 3 | 22.5 |
Power and IR drop assume default switching activity.
